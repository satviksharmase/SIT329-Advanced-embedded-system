**/design/flow/run.sh**
```bash
#!/bin/bash
# OpenROAD 26Q1-2900-gdf79404cd8, Yosys 0.63+post, stock flow scripts
make -C /OpenROAD-flow-scripts/flow DESIGN_CONFIG=/design/flow/config.mk WORK_HOME=/design/flow/orfs finish
```
**/design/flow/config.mk**
```make
export PLATFORM = sky130hd
export DESIGN_NAME = Cycle_Cooling_System
export DESIGN_NICKNAME = Cycle_Cooling_System
export VERILOG_FILES = /design/flow/design.v
export SDC_FILE = /design/flow/constraint.sdc
export NUM_CORES = 4
export LEC_CHECK = 1
export CORE_AREA = 10 10 70 70
export DIE_AREA = 0 0 80 80
```
**/design/flow/constraint.sdc**
```tcl
current_design Cycle_Cooling_System

set clk_period 3.1
set clk_io_pct 0.2

create_clock -name clk0 -period $clk_period [get_ports {clk}]

set non_clock_inputs [all_inputs -no_clocks]
set_input_delay [expr $clk_period * $clk_io_pct] -clock clk0 $non_clock_inputs
set_output_delay [expr $clk_period * $clk_io_pct] -clock clk0 [all_outputs]
```
**/design/flow/design.v**
```verilog
`timescale 1ns / 1ps
module Cycle_Cooling_System
  (
    input[2:0] calorie,temperature, pressure, air_pressure,
    input clk,rst,
    output reg [2:0] fan_mode
  );
  parameter S1=1, S2=2, S3=3, S4=4, S5=4;
  parameter air_pressure_threshold = 1, calorie_threshold = 1, temperature_threshold = 1, pressure_threshold = 1;
  parameter sec1 =1, sec2 =2, sec3 =3, sec4 =4, sec5 =5, sec6 =6, sec7 =7;
  reg[2:0] current_state; 
  reg[3:0] count;
  initial 
    begin
      count <= 32'h00000000;
    end
  always@(posedge clk or posedge rst)
    begin
      if(rst == 1)
        begin
          current_state <= S1;
          count <= 0;
        end
      else
        case(current_state)
          S1:if(calorie > calorie_threshold)
                begin
                  if(count < sec2)
                    begin
                      current_state <= S1;
                      count <= count +1;
                    end
                  else
                    begin
                      current_state <= S2;
                      count <= 0;
                      end
                end
          else
            begin
              current_state <= S1;
              count <=0;
            end
          S2:if(temperature > temperature_threshold)
                begin
                  if(count < sec3)
                    begin
                      current_state <= S2;
                      count <= count +1;
                    end
                  else
                    begin
                      current_state <= S3;
                      count <= 0;
                    end
                end
          else
            begin
              current_state <= S2;
              count <= 0;
            end
          S3:if(pressure < pressure_threshold)
                begin
                  if(count < sec5)
                    begin
                      current_state <= S3;
                      count <= count +1;
                      end
                  else
                    begin
                      current_state<=S4;
                      count <= 0;
                    end
                end
          else
            begin
              current_state <= S3;
              count <= 0;
            end
          S4:if(air_pressure > air_pressure_threshold)
                begin
                  if(count < sec2)
                    begin
                      current_state <= S4;
                      count <= count +1;
                      end
                  else
                    begin
                      current_state <= S4;
                      count <= 0;
                    end
                end
          	 else
                begin
                  current_state <= S5;
                   count <= 0;
                end
          S5:if(air_pressure > air_pressure_threshold)
            begin
              if(count < sec3)
                begin
                  current_state <= S5;
                  count <= count+1;
                end
              else
                begin
                  current_state <= S4;
                  count <= 0;
                end
            end
          else
            begin
              if(count < sec3)
                begin
                  current_state <= S5;
                  count <= count +1;
                end
              else
                begin
                  current_state <= S3;
                  count <= 0;
                end
            end
          default: current_state <= S1;
        endcase
    end
  always@(current_state)
    begin
      case(current_state)
        S1:
          begin
            fan_mode <= 3'b000;
          end
        S2:
          begin
            fan_mode <= 3'b000;
          end
        S3:
          begin
            fan_mode <= 3'b001;
          end
        S4:
          begin
            fan_mode <= 3'b010;
          end
        S5:
          begin
            fan_mode <= 3'b011;
          end
      endcase
    end
endmodule
```
==> deck_impl_summary.md <==
Physical Implementation Snapshot

Die
  – Core Area: 0.00342 mm2
  – FP Core Util: 15.5%
  – Die width: 80 um
  – Chip footprint: 0.00640 mm2
  – Die Height: 80 um
  – Boundary Pins: 17
  – FP Rows: 21

Routing
  – Starting DRC count in detailed routing: 15
  – DRC: 0
  – DRT Pass-1 Iters: 4
  – DR vias: 420
  – Number of inserted diodes: 0
  – Vias per cell: 3.68
  – WL per Instance: 9.75 um
  – DRT antenna net count: 0
  – Total wire length: 1.11 mm

CTS
  – Post-CTS sizing: 0
  – Clock-pin slew on the worst setup and hold paths: 0.05 ns
  – Clk root buf: clkbuf_4
  – Clk Latency, worst-skew pair: 0.25 ns
  – CTS tree: built
  – H-tree depth: 1
  – CTS buffer count: 3
  – Hold buffers post-CTS: 0
  – Clk buf depth: 2
  – # Post-CTS Setup Buffers: 0

Cells and area
  – Fraction of layout cells with a size suffix above 1: 11.8%
  – Post-route insts no fill: 114
  – Layout area overhead: 34.8%
  – Most frequent logic cell in the layout: clkdlybuf4s50_1
  – Top Layout Cells: 12 x clkdlybuf4s50_1, 7 x dfrtp_1, 6 x inv_1, 6 x nand2_1

Critical path
  – Top fanout value on the critical path: 3
  – WS Path Type: primary input to flop
  – FF-to-FF setup slack: 1.59 ns
  – CP Launch Type: primary input
  – Arr. time, crit path: 2.06 ns
  – Crit path capture type: flop
  – Critical R2R Capture: count[2]
  – FF-to-FF path depth: 4
  – FF-to-FF Start: count[2]
  – Req. time, crit path: 3.27 ns

Logic synthesis
  – Cells after Synth: 56
  – Avg Synthesized Cell Area: 9.43 um2
  – # Cells Yosys: 56
  – Synth flops: 10
  – Asr flop ratio synth: 80.0%
  – Yosys Chip Area: 528 um2
  – Distinct cells, synth: 28
  – Main synth FF type: dfrtp_1
  – Yosys warnings: 1
  – Mapped Area: 528 um2
  – Flip-flops with a built-in enable: 0

Min path
  – Min-Delay Endpoint: current_state[0]
  – Hold wc startpoint: current_state[0]
  – Worst hold path class: flop to flop
  – Hold-critical path depth: 1

Pwr
  – LEAKAGE: 0.000301 uW
  – Max IR drop VDD: 0.247 mV
  – PwrDens: 496 mW/mm2
  – Power Total: 353 uW

STA
  – Post-route minimum period: 1.89 ns
  – Endpoints left unconstrained: 4
  – Final period util: 61.1%
  – Count of unclocked register or latch pins: 2
  – Unrepaired setup endpoints after global routing: false
  – Fmax: 528 MHz
  – Slew Limit Fails: 0
  – Sum Neg Setup Slack: 0 ns
  – Hold Vio Cnt, Final: 0
  – Setup Skew: 0.00475 ns
  – Final setup violation count: 0

Global routing
  – Vias in the first global route: 443
  – Met1 usage: 4.97%
  – Congestion Overflow GR: 0
  – Initial antenna violation count: 0
  – Total GRT Usage: 3.74%
  – Largest net degree at the start of global routing: 10
  – First-pass GRT wire length: 1.97 mm
  – Met2 usage: 5.54%
  – Busiest grt layer: met2
  – M3 GR Usage: 2.05%

Placement
  – Port Buffers: 12
  – GPL Wtd Cong: 0.758
  – Placed instance count: 110
  – Hpwl dp: 952 um

Run
  – Log Warnings: 29
  – Max-cap violation count: 0

Status
  – Status: finished, final reports clean
critical path, stage by stage:
cell and delay (ns):
clkdlybuf4s50_1 0.40, or3_4 0.41, a2111oi_4 0.39, nor3_2 0.10
o21ai_1 0.14
state kept, by name, indices dropped and copies added, names as in the netlist:
name           flops
fan_mode           2
count              4
current_state      4
metal layers:
metal	share of wire, %	wire length (um)
met5	0	0
met4	0	0
met3	9.5	106
met2	37	406
met1	54	598
worst max-delay path by stage:
stage | slack (ns) | to | start | cells past startpoint
finish | 1.21 | count[0] | pressure[1] | 5
global route | 1.14 | count[1] | pressure[1] | 5
CTS | 1.21 | count[1] | pressure[1] | 5
logic make-up after synthesis:
logic type | share of synthesized area [%]
flip-flops | 38.2
AND-OR/OR-AND | 24.2
latches | 5.69
other | 0.710
AND/OR/NAND/NOR | 18.5
adder cells (fa/ha/maj) | 4.74
buffers and inverters | 8.06
synth_stat cells, types with 2 or more instances:
master    n  area (um2)
dfrtp_1   7         175
inv_1     6        22.5
nand2_1   6        22.5
nor2_1    3        11.3
nor2b_1   3        18.8
o21ai_0   3        15.0
a21oi_1   2        10.0
clkbuf_1  2        7.51
dlxtn_1   2        30.0
ha_1      2        25.0
o21ai_1   2        10.0
or3_4     2        22.5
where the power goes:
group	total [uW]	switching (uW)	internal [uW]	leakage (uW)
Clock	82.0	32.9	49.1	0.0000150
Sequential	145	18.2	126	0.000119
Combinational	126	69.7	56.8	0.000168
Total	353	121	232	0.000301
area by class of cell:
class,count,area [um2]
Fill cell,389,2700
Multi-Input combinational cell,36,254
Sequential cell,10,231
Timing Repair Buffer,12,120
Tap cell,46,57.6
Clock buffer,4,26.3
Inverter,6,22.5
per-stage QoR:
| stage | area (um2) | setup slack, ns | hold WS (ns) | utilization, % |
|---|---|---|---|---|
| after floorplan | 528 | 1.45 | 0.435 | - |
| after global placement | 686 | 0.955 | 0.484 | 20.1 |
| after detailed placement | 686 | 0.955 | 0.489 | 20.1 |
| after CTS | 712 | 1.21 | 0.498 | 20.8 |
| after global routing | 712 | 1.14 | 0.507 | 20.8 |
| final | 712 | 1.21 | 0.499 | 20.8 |
Power and IR drop assume default switching activity.
