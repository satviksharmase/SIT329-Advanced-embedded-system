### design/flow/design.v
`timescale 1ns / 1ps
module temp(
	 input CLK,   
    input EN,
    input RST,
    inout DHT_DATA,
	 output [7:0] HUM_INT,
	 output [7:0] HUM_FLOAT,
    output [7:0] TEMP_INT,
	 output [7:0] TEMP_FLOAT,
	 output [7:0] CRC,
	 output WAITC
    );
	reg DHT_OUT, DIR, WAIT;   
	reg [20:0] COUNTER;  
	reg [4:0] index;
	reg [39:0] INTDATA;  
	assign DHT_DATA = DIR ? DHT_OUT : 1'bZ;  
	assign TEMP_INT[0] = INTDATA[16];  
	assign TEMP_INT[1] = INTDATA[17];
	assign TEMP_INT[2] = INTDATA[18];
	assign TEMP_INT[3] = INTDATA[19];
	assign TEMP_INT[4] = INTDATA[20];
	assign TEMP_INT[5] = INTDATA[21];
	assign TEMP_INT[6] = INTDATA[22];
	assign TEMP_INT[7] = INTDATA[23];
	 reg [3:0] STATE;
	 parameter S0=0, S1=1, S2=2, S3=3, S4=4, S5=5, S6=6, S7=7, S8=8, S9=9, STOP=10;
	always @(posedge CLK)
	begin: FSM
	  if (EN == 1'b1)
	  begin
		 if ( RST == 1'b1)
		 begin			  
			  DHT_OUT <= 1'b0;			  
			  WAIT <= 1'b0;
			  COUNTER <= 20'b0;	
			  DIR <= 1'b1;			    
			  STATE <= S0;
		 end else begin
			 case (STATE)
				 S0:
					 begin
					   DIR <= 1'b1;	
					   DHT_OUT <= 1'b1;
						WAIT <= 1'b1;
						if (COUNTER < 21'b111001111110111100000)							 
						begin
							COUNTER <= COUNTER +1'b1;
						end else begin
							COUNTER <= 20'b0;
							STATE <= S1;
						end
					 end
				 S1:
					 begin
					   DHT_OUT <= 1'b0;	
						WAIT <= 1'b1;
						if (COUNTER < 21'b111001111110111100000)							 
						begin
							COUNTER <= COUNTER +1'b1;
						end else begin
							COUNTER <= 20'b0;
							STATE <= S2;
						end
					 end
				S2:
					begin
						DHT_OUT <= 1'b1;			
						STATE <= S3;
					end
				S3:
					begin	                  					
						if (COUNTER < 21'b000000000000000000111)							 
						begin						  
							COUNTER <= COUNTER +1'b1;
						end else begin
							COUNTER <= 20'b0;
							DIR <= 1'b0;
							DHT_OUT <= 1'b0;
							STATE <= S4;
						end
					end
				S4:
					begin
						if ( DHT_DATA == 0)
						begin
							STATE <= S5;
						end else begin
							STATE <= S4;
						end
					end
				S5:
					begin
						if ( DHT_DATA == 1)
						begin
							STATE <= S6;
							index <= 5'b0;  
						end else begin
							STATE <= S5;
						end
					end
				S6:
					begin
						if ( DHT_DATA == 0)
						begin
							STATE <= S7;
						end 
					end
				S7:
					begin
					  if ( DHT_DATA == 1'b1)
					  begin
							STATE <= S8;
						end							
					end
				S8:
				   begin
						if (  DHT_DATA == 0 )  
						begin
									if ( COUNTER > 2500) 
									begin
									   INTDATA[index] <= 1'b1;
									   COUNTER <= 20'b0; 
									end else begin
										INTDATA[index] <= 1'b0;
									   COUNTER <= 20'b0;
									end
									STATE <= S9;
						end else begin
									COUNTER <= COUNTER + 1'b1;
						end
					 end
				 S9:
					begin
						if (index < 40 )
						begin
							index <= index+1'b1;
							STATE <= S6;
						end else begin
							WAIT <= 1'b0;							
							index <= 5'b0;
							COUNTER <= 20'b0;
							STATE <= STOP;
						end						
					end	
				 STOP:
					begin
						STATE <= STOP;
					end
			 endcase
		end
	end
  end
endmodule
### design/flow/run.sh
#!/bin/bash
# OpenROAD 26Q1-2900-gdf79404cd8, Yosys 0.63+post, stock flow scripts
make -C /OpenROAD-flow-scripts/flow DESIGN_CONFIG=/design/flow/config.mk WORK_HOME=/design/flow/orfs finish
### design/flow/config.mk
export PLATFORM = sky130hd
export DESIGN_NAME = temp
export DESIGN_NICKNAME = temp
export VERILOG_FILES = /design/flow/design.v
export SDC_FILE = /design/flow/constraint.sdc
export NUM_CORES = 4
export LEC_CHECK = 1
export CORE_UTILIZATION = 40
### design/flow/constraint.sdc
current_design temp

set clk_period 3.8
set clk_io_pct 0.2

create_clock -name clk0 -period $clk_period [get_ports {CLK}]

set non_clock_inputs [all_inputs -no_clocks]
set_input_delay [expr $clk_period * $clk_io_pct] -clock clk0 $non_clock_inputs
set_output_delay [expr $clk_period * $clk_io_pct] -clock clk0 [all_outputs]
==> reports/results.tsv <==
stage	metric	value	unit
placement	placed_cell_area	2784	um2
floorplanning	fp.dieW	85.16	um
outcome	stop_stage	clock tree synthesis (4_1_cts)	
floorplanning	top_level_ports	45	
yosys	synth_area	2766	um2
placement	pre_cts_ws	0.9402	ns
clock_network	post-cts-setup-buffers	0	
floorplanning	rows	29	
yosys	yosys_warnings	35	
clock_network	ctsHoldBuffers	0	
yosys	synth-async-reset-ratio	0	
yosys	ys.flop_type	edfxtp_1	
yosys	ys_chip_area	2766	um2
yosys	edf_count	35	
clock_network	cts_buffers	5	
placement	placedCellCount	358	
placement	port_buffers	10	
yosys	postSynthAreaPerCell	9.775	um2
outcome	error	[error] [KeplerFormal.cpp:679] Workflow failed: Iso has multiple drivers: .DHT_DATA0, DHT_DATA$_SDFFCE_PP0P_.Q0	
clock_network	clock_path_buffers	2	
outcome	status	aborted with a tool error	
yosys	synth_cells	283	
yosys	ys.flops	45	
floorplanning	die_height	85.16	um
placement	gp_congestion	0.8384	
placement	dp_hpwl	3330	um
yosys	yosysCellCount	283	
clock_network	clockRootBuffer	clkbuf_8	
yosys	ys_types	49	
yosys	ys_seq_frac	0.4523	
clock_network	htree_levels	2	
floorplanning	floorplan.core_util	0.4259	
clock_network	clkSinkCount	45	
clock_network	ctsResizeCount	0	
cell families after synthesis:
group | Yosys count | synth area share
simple gates | 110 | 0.2180
fa+ha+maj | 5 | 0.02261
buf+inv | 57 | 0.1330
mux | 1 | 0.003618
xor+xnor | 16 | 0.05066
flops | 45 | 0.4523
compound gates | 48 | 0.1185
other cells | 1 | 0.001356
Yosys cell counts, drive strengths merged (3+ instances only):
| cell type | n | share of area |
|---|---|---|
| o21ai | 10 | 0.018 |
| a21oi | 9 | 0.016 |
| clkbuf | 7 | 0.0095 |
| or3 | 8 | 0.018 |
| buf | 40 | 0.11 |
| nor3b | 7 | 0.019 |
| nand4 | 6 | 0.016 |
| nor4 | 7 | 0.016 |
| o31ai | 5 | 0.014 |
| ha | 5 | 0.023 |
| inv | 10 | 0.014 |
| nor3 | 22 | 0.040 |
| dfxtp | 10 | 0.072 |
| xor2 | 3 | 0.0095 |
| nand2 | 17 | 0.023 |
| edfxtp | 35 | 0.38 |
| a211oi | 8 | 0.024 |
| or4 | 4 | 0.012 |
| nor2 | 19 | 0.026 |
| xnor2 | 13 | 0.041 |
| nand3 | 11 | 0.024 |
