[/design/flow/config.mk]
export PLATFORM = sky130hd
export DESIGN_NAME = buzzer
export DESIGN_NICKNAME = buzzer
export VERILOG_FILES = /design/flow/design.v
export SDC_FILE = /design/flow/constraint.sdc
export NUM_CORES = 4
export LEC_CHECK = 1
export CORE_AREA = 10 10 71 71
export DIE_AREA = 0 0 81 81
[/design/flow/design.v]
	module buzzer (
	input wire clk, 
	output wire buzzer
	);
	reg [31:0] cnt;
	reg clk_enabler = 0;
initial begin
cnt <= 32'h00000000;
end
always @(posedge clk) 
  begin
    cnt <= cnt + 1;
  end
assign buzzer = cnt[14];
endmodule
[/design/flow/run.sh]
#!/bin/bash
# OpenROAD 26Q1-2900-gdf79404cd8, Yosys 0.63+post, stock flow scripts
make -C /OpenROAD-flow-scripts/flow DESIGN_CONFIG=/design/flow/config.mk WORK_HOME=/design/flow/orfs finish
[/design/flow/constraint.sdc]
current_design buzzer

set clk_period 3.4
set clk_io_pct 0.2

create_clock -name clk0 -period $clk_period [get_ports {clk}]

set non_clock_inputs [all_inputs -no_clocks]
set_input_delay [expr $clk_period * $clk_io_pct] -clock clk0 $non_clock_inputs
set_output_delay [expr $clk_period * $clk_io_pct] -clock clk0 [all_outputs]
==> results_dict.tcl <==
# implementation run metrics
set metrics [dict create \
    die_height_um 81 \
    netlist.area_leader.share_pct 51.39 \
    grt_pass1_wl_um 1504 \
    maxSlewViolCount 0 \
    max_freq_mhz 582.2 \
    postSynthSeqShare_pct 51.39 \
    setup.worst_path.end_class "primary output" \
    p_seq_share_pct 56.5 \
    fin_tns_setup_ns 0 \
    report.final.hold_viol_count 0 \
    synth-warning-count 1 \
    cts.sinks 15 \
    dieArea_um2 6561 \
    routedWlPerCell_um 7.178 \
    cp_cell_sequence "clkdlybuf4s50_1" \
    finalNonFillerCells 107 \
    max_slew_margin_pct 84.15 \
    drive_above_1_share_pct 15.25 \
    drc 0 \
    routed-via-count 368 \
    overflow 0 \
    synth_area_um2 584.3 \
    drt_pass1_iterations 2 \
    top_cells_by_area "dfxtp_1, xor2_1, xnor2_1" \
    wirelength_um 768 \
    fin_worst_skew_ns 0.001359 \
    cp.required_ns 2.72 \
    post-synth-top-area-cell "dfxtp_1" \
    p_leak_nw 0.2581 \
    die_w_um 81 \
    ys_ff 15 \
    crit_type "reg2out" \
    warning_count 25 \
    numCtsBuffers 3 \
    initialDrtViolationCount 10 \
    cts_tree "built" \
    ys_area_um2 584.3 \
    clock_power_share_pct 43.5 \
    power_density_nw_per_um2 445.1 \
    clk_transition_reported_paths_ns 0.05 \
    dp_slack_ns 1.928 \
    ios 2 \
    largest_reg_flops 15 \
    area_growth_pct 19.70 \
    finalSetupViolCount 0 \
    grt_pass1_vias 347 \
    port_buffers 1 \
    worst_skew_pair.late_latency_ns 0.24 \
    synth_cells 54 \
    p_comb_share_pct 0 \
    antenna_found_initial 0 \
    grt_max_degree 9 \
    lay_top_cells "dfxtp_1, nand3_1, xor2_1" \
    hold_ws_ns 0.4356 \
    critPathLaunchType "flop" \
    grt_usage_pct 2.720 \
    finalCritPeriodShare_pct 50.52 \
    coreArea_um2 3633 \
    cp.arrival_ns 1.04 \
    power.internal_mw 0.2585 \
    fp_util_pct 16.08 \
    layout_top_cell "dfxtp_1" \
    period_needed_ns 1.718 \
    regMostFlops "cnt" \
    place_congestion 0.7342 \
    maxCapViolCount 0 \
    outcome "complete, no violations" \
    cts_setup_buffers 0 \
    crit_slowest_cell "clkdlybuf4s50_1" \
    ant_nets 0 \
    ctsHoldBuffers 0 \
    irDropWorstVdd_mv 0.3088 \
    largestRegisters "cnt: 15 flops" \
    antennaDiodeCount 0 \
    rsz0062_at_grt "no" \
    ys_cells 54 \
    p_sw_mw 0.05282 \
    p_sw_share_pct 16.96 \
    crit_buf_inv 1 \
    dp_hpwl_um 592.9 \
    dp.cells 103 \
    ys_types 14 \
    row_count 22 \
    cts_root_buf "clkbuf_8" \
    hold_path.class "reg2reg" \
    tightest_slew_ns 0.2358 \
    synth.avg_cell_area_um2 10.82 \
    critPathMaxStageDelay_ns 0.46 \
    vias_per_cell 3.439 \
    ctsResizeCount 0 \
    cp_top_family "buffers and inverters" \
    setup_slack_ns 1.682 \
    clockBufferDepth 2 \
    h-tree-depth 1 \
    cp_max_fo 2 \
]
cells in the mapped netlist:
master	count
and3_2	1
dfxtp_1	15
ha_1	1
inv_1	3
nand2_1	1
nand3_1	9
nand3_2	1
nand4_1	1
nand4_2	1
nor2_1	1
nor3_1	4
nor4_2	3
xnor2_1	6
xor2_1	7
worst paths after layout:
kind	startpoint	endpoint	slack (ns)	cells past startpoint
hold / removal	cnt[0]	cnt[0]	0.44	1
setup reg to reg	cnt[0]	cnt[14]	2.00	4
setup / recovery	cnt[14]	buzzer	1.68	1
hold reg to reg	cnt[0]	cnt[0]	0.44	1
power groups by stage:
stage	combinational, mW	sequential [mW]	clock [mW]
final	0.000000115	0.176	0.135
after global routing	0.000000115	0.176	0.149
after CTS	0.000000115	0.176	0.140
routing by layer:
| metal | GRT usage, % | vias to the layer above | routed length (um) |
|---|---|---|---|
| met2 | 3.742 | 3 | 324 |
| met5 | 0 | - | 0 |
| met1 | 3.794 | 171 | 402 |
| met3 | 1.559 | 0 | 41 |
| li1 | - | 194 | - |
| met4 | 0.1730 | 0 | 0 |
cells by family after synthesis:
group	share of synthesized area, %
AND/OR/NAND/NOR	25.05
flip-flops	51.39
XOR/XNOR	19.49
buffers and inverters	1.927
adder cells (fa/ha/maj)	2.141
cell type report:
class                      instances  area (um2)
sequential                        15       300.3
tap                               48       60.06
fill                             403        2934
inverter                           3       11.26
multi-input combinational         36       272.8
timing repair buffer               1       10.01
clock buffer                       4       45.04
per-stage QoR:
step | instance area [um2] | power, mW | util, %
2_1_floorplan | 584.3 | 0.1796 | -
3_3_place_gp | 654.4 | 0.1796 | 18.01
3_5_place_dp | 654.4 | 0.1796 | 18.01
4_1_cts | 699.4 | 0.3161 | 19.25
5_1_grt | 699.4 | 0.3248 | 19.25
6_report | 699.4 | 0.3113 | 19.25
Power figures rest on the tool's default switching activity, not on a simulated workload.
